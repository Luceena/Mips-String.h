[/design/flow/design.v]
module d_mem #(
    parameter MEM_SIZE = 256      
)(
    input wire clock,
    input wire MemWrite,          
    input wire MemRead,           
    input wire [31:0] Address,    
    input wire [31:0] WriteData,  
    output wire [31:0] ReadData   
);
    reg [31:0] mem [0:MEM_SIZE-1];
    wire [31:0] word_addr;
    assign word_addr = Address[31:2];   
    always @(posedge clock) begin
        if (MemWrite)
            mem[word_addr] <= WriteData;
    end
    assign ReadData = (MemRead) ? mem[word_addr] : 32'bz;
endmodule
[/design/flow/run.sh]
#!/bin/bash
# OpenROAD 26Q1-2900-gdf79404cd8, Yosys 0.63+post, stock flow scripts
make -C /OpenROAD-flow-scripts/flow DESIGN_CONFIG=/design/flow/config.mk WORK_HOME=/design/flow/orfs finish
[/design/flow/config.mk]
export PLATFORM = sky130hd
export DESIGN_NAME = d_mem
export DESIGN_NICKNAME = d_mem
export VERILOG_FILES = /design/flow/design.v
export SDC_FILE = /design/flow/constraint.sdc
export NUM_CORES = 4
export LEC_CHECK = 1
export CORE_UTILIZATION = 50
export SYNTH_MEMORY_MAX_BITS = 65536
[/design/flow/constraint.sdc]
current_design d_mem

set clk_period 42.1
set clk_io_pct 0.2

create_clock -name clk0 -period $clk_period [get_ports {clock}]

set non_clock_inputs [all_inputs -no_clocks]
set_input_delay [expr $clk_period * $clk_io_pct] -clock clk0 $non_clock_inputs
set_output_delay [expr $clk_period * $clk_io_pct] -clock clk0 [all_outputs]
==> summary.txt <==
flow finished, numbers: count of nets left with antenna violations after detail routing=0, Root Driver=clkbuf_16, Final Wtd Congestion=0.889, met3 WL post-DR=178000 um, number of endpoints with negative hold slack in the final report=0, min-delay src=WriteData[20], chain of cells forming the critical path=clkdlybuf4s50_1, nor2b_4, buf_4, buf_4, buf_4, buf_4, buf_4, buf_4, buf_4, a22oi_1, a21oi_1, o41ai_2, nand4_1, clkdlybuf4s50_1, Via density=6.37, Placeable Area=0.615 mm^2, switching fraction of total power=0.213, Chip Footprint=0.620 mm^2, length of the first detailed-routing pass in iterations=8, unrepaired setup endpoints after global routing=no, summed standard-cell area reported by yosys=0.308 mm^2, Setup violations, final=0, Clock Tree Buf Depth=4, ys async rst share=0, share of cell area taken by muxes after synthesis=0.150, sequential-to-total area share from yosys stat=0.798, DRT iter0 DRCs=8799, warning total across the stage logs=51, detail-routed net length per standard cell=36.9 um, portion of total power attributed to the clock network=0.414, number of buffers added to fix hold violations after cts=0, net switching power=3.55 mW, # Max-Cap Violations=0, number of clock sinks seen by CTS=8192, Post-Synth Adder-Cell Area=0, total routed wirelength=838000 um, Setup Crit Path Kind=in -> out, simple-gate share of the synthesized area=0.00490, via count=145000, power share of the combinational group=0.047, Achievable Freq=40.5 MHz, sequential cell area=0.246 mm^2, Yosys top cell by instances=edfxtp_1, flip-flop count of the largest register after layout=8192, top flop regs=mem (8192), share of synthesized cell area in and-or and or-and compound cells=0.0369, HPWL after DPL=471000 um, critical-path maximum fanout=36, unique cell type count in the Yosys netlist=21, xor+xnor area frac=0, number of antenna violations at the first check in global routing=25, final worst slack=17.43 ns, DIE WIDTH=787 um, area share, top type=0.798, Buf/Inv on CP=9, endpoint with the worst hold slack=mem[64][20]$_DFFE_PP_, cells after synthesis=13100, register with the most flip-flops=mem, relative contribution of sequential cells to total power=0.539, Post-Route Setup TNS=0 ns, slowest cell on the critical path=clkdlybuf4s50_1, worst min-delay path class=in -> reg, Critical Path Source Type=primary input, ports placed on the boundary=99, largest net degree at the start of global routing=90, FILL cells=42800, number of enable-type register cells in the synthesized netlist=8192, synthesis-to-layout area growth=13.6%, flops out of synthesis=8192, kind of cell adding the most delay to the critical path=buffers and inverters, first-pass GRT wire length=1180000 um, minimum clock period=24.67 ns, total of buffers placed on input and output ports=73, Avg Synthesized Cell Area=23.6 um^2, CTS buffer count=801, top cells, area=edfxtp_1 (80%), mux4_2 (15%), a22oi_1 (2.5%), delay of the slowest cell on the worst path=0.90 ns, Worst slew margin=0.315, largest combinational cell category by area=multiplexers, Post-route DRC=0, Period Utilization, post-route=0.586, die outline height=787 um, worst slack on hold paths=7.63 ns, total number of H-tree levels=6, cell repeated most along the worst path=buf_4, endpoint type of the worst setup path=output port, clock slew at reported path FFs=0.06 ns, clock tree from TritonCTS=done, max-slew violation count=0, num rows=288, highest metal layer with signal wires=met5, number of standard cells reported by yosys=13100, most common library cells after synthesis=edfxtp_1 (8192), mux4_2 (2048), a22oi_1 (1024), total grt overflow=0, pre-CTS WS=17.42 ns, leakage power summed over all cells=107 nW, total power divided by cell area=47.6 mW/mm^2, DR WL met2=391000 um, post-route met1 wirelength=223000 um, actual transition at the worst max-transition pin=1.03 ns, GRT Total Usage=0.310, critical path data arrival time=16.25 ns, combinational cell area excluding buffers and inverters=0.0617 mm^2, Yosys top cell by area=edfxtp_1, layout cells sized above 1=0.299, Peak VDD IR=0.0442 mV, Floorplan Utilization=0.502, internal power=13.1 mW, number of cells on the worst hold path=1, number of gates resized after cts=0, main flop type=edfxtp_1, number of global-route vias before repair=166000, area of the mapped netlist=0.308 mm^2, number of warnings printed during yosys synthesis=2, buffer count from post-CTS setup fixing=0, outcome=finished, final reports clean, required time of the worst setup path=33.68 ns
==> area by class of cell <==
cell class	instances	area share
tap	8120	0.0290
timing repair buffer	868	0.0201
clock inverter	478	0.0129
clock buffer	997	0.0597
antenna	14	0.000100
sequential	8192	0.702
multi-input combinational	4066	0.176
inverter	1	0.0000107
==> worst max path at each step <==
stage | depth (start not counted) | from | slack [ns] | end
finish | 14 | Address[5] | 17.43 | ReadData[18]
CTS | 14 | Address[2] | 17.39 | ReadData[28]
global route | 14 | Address[2] | 16.75 | ReadData[24]
==> cell usage in the layout, fill, tap and decap left out, drive strengths merged <==
| master | netlist | routed |
|---|---|---|
| buf | 298 | 829 |
| or2 | 2 | 2 |
| nor2b | 7 | 7 |
| mux4 | 2048 | 2048 |
| bufinv | 0 | 59 |
| clkinv | 0 | 372 |
| nand2b | 6 | 6 |
| nor3 | 30 | 30 |
| inv | 1 | 22 |
| diode | 0 | 14 |
| nand4 | 32 | 32 |
| clkbuf | 498 | 997 |
| nand3 | 13 | 13 |
| nand2 | 28 | 28 |
| nor2 | 232 | 232 |
| or3 | 1 | 1 |
| clkinvlp | 0 | 26 |
| and2 | 3 | 3 |
| o41ai | 128 | 128 |
| edfxtp | 8192 | 8192 |
| a21oi | 512 | 512 |
| a22oi | 1024 | 1024 |
| clkdlybuf4s50 | 0 | 39 |
==> cells by family (layout without fill, tap and decap cells) <==
kind of cell	count (synthesis)	after routing
AOI/OAI and AO/OA	1664	1664
buffers and inverters	797	2344
DFF	8192	8192
muxes	2048	2048
other	0	14
and+or+nand+nor	354	354
==> metrics by stage <==
stage / instance area, um^2 / instances / util / total power, mW
5_1_grt: 350000 / 22700 / 0.570 / 17.2
3_3_place_gp: 325000 / 21200 / 0.529 / 9.93
3_5_place_dp: 325000 / 21200 / 0.529 / 9.95
2_1_floorplan: 308000 / 13100 / - / 9.54
4_1_cts: 350000 / 22700 / 0.570 / 16.8
6_report: 350000 / 22700 / 0.570 / 16.7
==> power by group through the flow <==
stage	Combinational (mW)	Sequential [mW]	Clock (mW)
finish	0.782	8.99	6.92
global route	0.834	8.99	7.33
CTS	0.787	8.99	7.02
==> layer usage <==
metal  vias to the layer above  global-route usage
li1                      58700                   -
met1                     72600               0.334
met2                     11900               0.430
met3                      1549               0.288
met4                        52               0.115
met5                         -              0.0311
Power and IR drop assume default switching activity.
